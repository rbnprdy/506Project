==> /design/flow/design.v <==
`timescale 1ns / 1ps
module data_counter #(parameter BIT_WIDTH = 32, NUM = 784)(in, clk, ready, clr, out, done);
    input [BIT_WIDTH - 1:0] in;
    input clk, ready, clr;
    output reg [BIT_WIDTH - 1:0] out;
    output reg done;
    reg [BIT_WIDTH - 1:0] curr = 0;
    initial begin
        out <= 0;
        done <= 0;
    end
    always@(posedge clk) begin
        if (clr) begin
            curr <= 0;
            done <= 0;
        end
        else if (curr >= NUM - 1) begin
            done = 1;
        end
        else if (ready && !clr)
            curr = curr + 1;
    end
    always@(in, done, clr) begin
        if (!done && !clr)
            out <= in;
        else
            out <= 0;
    end    
endmodule
`timescale 1ns / 1ps
module parallel_data_counters #(parameter NUM_INPUTS = 28)(
clk, clr,
in1, in2, in3, in4, in5, in6, in7, in8, in9, in10, in11, in12, in13, in14, 
in15, in16, in17, in18, in19, in20, in21, in22, in23, in24, in25, in26, in27, in28, 
ready1, ready2, ready3, ready4, ready5, ready6, ready7,
ready8, ready9, ready10, ready11, ready12, ready13, ready14,
ready15, ready16, ready17, ready18, ready19, ready20, ready21,
ready22, ready23, ready24, ready25, ready26, ready27, ready28,
out1, out2, out3, out4, out5, out6, out7, out8, out9, out10, out11, out12, out13, out14, 
out15, out16, out17, out18, out19, out20, out21, out22, out23, out24, out25, out26, out27, out28,
done1, done2, done3, done4, done5, done6, done7,done8, done9, done10, done11, done12, done13, done14,
done15, done16, done17, done18, done19, done20, done21, done22, done23, done24, done25, done26, done27, done28
);
    input clk, clr;
    input [31:0] in1, in2, in3, in4, in5, in6, in7;
    input [31:0] in8, in9, in10, in11, in12, in13, in14;
    input [31:0] in15, in16, in17, in18, in19, in20, in21;
    input [31:0] in22, in23, in24, in25, in26, in27, in28;
    input ready1, ready2, ready3, ready4, ready5, ready6, ready7;
    input ready8, ready9, ready10, ready11, ready12, ready13, ready14;
    input ready15, ready16, ready17, ready18, ready19, ready20, ready21;
    input ready22, ready23, ready24, ready25, ready26, ready27, ready28;
    output [31:0] out1, out2, out3, out4, out5, out6, out7;
    output [31:0] out8, out9, out10, out11, out12, out13, out14;
    output [31:0] out15, out16, out17, out18, out19, out20, out21;
    output [31:0] out22, out23, out24, out25, out26, out27, out28;
    output done1, done2, done3, done4, done5, done6, done7;
    output done8, done9, done10, done11, done12, done13, done14;
    output done15, done16, done17, done18, done19, done20, done21;
    output done22, done23, done24, done25, done26, done27, done28;    
    data_counter #(.NUM(NUM_INPUTS)) d1 (
        .in(in1),
        .clk(clk),
        .ready(ready1),
        .clr(clr),
        .out(out1),
        .done(done1)
    );
    data_counter #(.NUM(NUM_INPUTS)) d2 (
        .in(in2),
        .clk(clk),
        .ready(ready2),
        .clr(clr),
        .out(out2),
        .done(done2)
    );
    data_counter #(.NUM(NUM_INPUTS)) d3 (
        .in(in3),
        .clk(clk),
        .ready(ready3),
        .clr(clr),
        .out(out3),
        .done(done3)
    );
    data_counter #(.NUM(NUM_INPUTS)) d4 (
        .in(in4),
        .clk(clk),
        .ready(ready4),
        .clr(clr),
        .out(out4),
        .done(done4)
    );
    data_counter #(.NUM(NUM_INPUTS)) d5 (
        .in(in5),
        .clk(clk),
        .ready(ready5),
        .clr(clr),
        .out(out5),
        .done(done5)
    );
    data_counter #(.NUM(NUM_INPUTS)) d6 (
        .in(in6),
        .clk(clk),
        .ready(ready6),
        .clr(clr),
        .out(out6),
        .done(done6)
    );
    data_counter #(.NUM(NUM_INPUTS)) d7 (
        .in(in7),
        .clk(clk),
        .ready(ready7),
        .clr(clr),
        .out(out7),
        .done(done7)
    );
    data_counter #(.NUM(NUM_INPUTS)) d8 (
        .in(in8),
        .clk(clk),
        .ready(ready8),
        .clr(clr),
        .out(out8),
        .done(done8)
    );
    data_counter #(.NUM(NUM_INPUTS)) d9 (
        .in(in9),
        .clk(clk),
        .ready(ready9),
        .clr(clr),
        .out(out9),
        .done(done9)
    );
    data_counter #(.NUM(NUM_INPUTS)) d10 (
        .in(in10),
        .clk(clk),
        .ready(ready10),
        .clr(clr),
        .out(out10),
        .done(done10)
    );
    data_counter #(.NUM(NUM_INPUTS)) d11 (
        .in(in11),
        .clk(clk),
        .ready(ready11),
        .clr(clr),
        .out(out11),
        .done(done11)
    );
    data_counter #(.NUM(NUM_INPUTS)) d12 (
        .in(in12),
        .clk(clk),
        .ready(ready12),
        .clr(clr),
        .out(out12),
        .done(done12)
    );
    data_counter #(.NUM(NUM_INPUTS)) d13 (
        .in(in13),
        .clk(clk),
        .ready(ready13),
        .clr(clr),
        .out(out13),
        .done(done13)
    );
    data_counter #(.NUM(NUM_INPUTS)) d14 (
        .in(in14),
        .clk(clk),
        .ready(ready14),
        .clr(clr),
        .out(out14),
        .done(done14)
    );
    data_counter #(.NUM(NUM_INPUTS)) d15 (
        .in(in15),
        .clk(clk),
        .ready(ready15),
        .clr(clr),
        .out(out15),
        .done(done15)
    );
    data_counter #(.NUM(NUM_INPUTS)) d16 (
        .in(in16),
        .clk(clk),
        .ready(ready16),
        .clr(clr),
        .out(out16),
        .done(done16)
    );
    data_counter #(.NUM(NUM_INPUTS)) d17 (
        .in(in17),
        .clk(clk),
        .ready(ready17),
        .clr(clr),
        .out(out17),
        .done(done17)
    );
    data_counter #(.NUM(NUM_INPUTS)) d18 (
        .in(in18),
        .clk(clk),
        .ready(ready18),
        .clr(clr),
        .out(out18),
        .done(done18)
    );
    data_counter #(.NUM(NUM_INPUTS)) d19 (
        .in(in19),
        .clk(clk),
        .ready(ready19),
        .clr(clr),
        .out(out19),
        .done(done19)
    );
    data_counter #(.NUM(NUM_INPUTS)) d20 (
        .in(in20),
        .clk(clk),
        .ready(ready20),
        .clr(clr),
        .out(out20),
        .done(done20)
    );
    data_counter #(.NUM(NUM_INPUTS)) d21 (
        .in(in21),
        .clk(clk),
        .ready(ready21),
        .clr(clr),
        .out(out21),
        .done(done21)
    );
    data_counter #(.NUM(NUM_INPUTS)) d22 (
        .in(in22),
        .clk(clk),
        .ready(ready22),
        .clr(clr),
        .out(out22),
        .done(done22)
    );
    data_counter #(.NUM(NUM_INPUTS)) d23 (
        .in(in23),
        .clk(clk),
        .ready(ready23),
        .clr(clr),
        .out(out23),
        .done(done23)
    );
    data_counter #(.NUM(NUM_INPUTS)) d24 (
        .in(in24),
        .clk(clk),
        .ready(ready24),
        .clr(clr),
        .out(out24),
        .done(done24)
    );
    data_counter #(.NUM(NUM_INPUTS)) d25 (
        .in(in25),
        .clk(clk),
        .ready(ready25),
        .clr(clr),
        .out(out25),
        .done(done25)
    );
    data_counter #(.NUM(NUM_INPUTS)) d26 (
        .in(in26),
        .clk(clk),
        .ready(ready26),
        .clr(clr),
        .out(out26),
        .done(done26)
    );
    data_counter #(.NUM(NUM_INPUTS)) d27 (
        .in(in27),
        .clk(clk),
        .ready(ready27),
        .clr(clr),
        .out(out27),
        .done(done27)
    );
    data_counter #(.NUM(NUM_INPUTS)) d28 (
        .in(in28),
        .clk(clk),
        .ready(ready28),
        .clr(clr),
        .out(out28),
        .done(done28)
    );
endmodule
==> /design/flow/run.sh <==
#!/bin/bash
# OpenROAD 26Q1-2900-gdf79404cd8, Yosys 0.63+post, stock flow scripts
make -C /OpenROAD-flow-scripts/flow DESIGN_CONFIG=/design/flow/config.mk WORK_HOME=/design/flow/orfs finish
==> /design/flow/config.mk <==
export PLATFORM = sky130hd
export DESIGN_NAME = parallel_data_counters
export DESIGN_NICKNAME = parallel_data_counters
export VERILOG_FILES = /design/flow/design.v
export SDC_FILE = /design/flow/constraint.sdc
export NUM_CORES = 4
export LEC_CHECK = 1
export CORE_AREA = 10 10 704 704
export DIE_AREA = 0 0 714 714
==> /design/flow/constraint.sdc <==
current_design parallel_data_counters

set clk_period 3.0
set clk_io_pct 0.2

create_clock -name clk0 -period $clk_period [get_ports {clk}]

set non_clock_inputs [all_inputs -no_clocks]
set_input_delay [expr $clk_period * $clk_io_pct] -clock clk0 $non_clock_inputs
set_output_delay [expr $clk_period * $clk_io_pct] -clock clk0 [all_outputs]
==> flow_metrics.py <==
# Generated from Yosys and OpenROAD reports
metrics = {
    "yosys": {
        "synth_sequential_area_ratio_pct": 50.4,
        "synth_async_reset_ratio_pct": 0,
        "yosys.cell_types.count": 29,
        "ys_chip_area_um2": 36700,
        "postSynth.topFlopCell": "sky130_fd_sc_hd__dfxtp_1",
        "edf_count": 0,
        "mappedNetlistArea_um2": 36700,
        "synthDominantCellAreaShare_pct": 50.4,
        "area_leaders": "sky130_fd_sc_hd__dfxtp_1, sky130_fd_sc_hd__and2_1, sky130_fd_sc_hd__nor2b_1, sky130_fd_sc_hd__nor4_2, sky130_fd_sc_hd__mux2_2",
        "synthAdderAreaFrac_pct": 0.954,
        "yosys.area_share.xor_xnor_pct": 0,
        "netlist_instances": 3706,
        "synth_warn": 1,
        "synth_stat.cells": 3706,
        "synth.ff_latch_count": 924,
        "synthSimpleGateAreaFrac_pct": 41.5,
        "ys_sh_aoi_pct": 2.09,
        "synth.avg_cell_area_um2": 9.91,
        "synth_top_cell_by_area": "sky130_fd_sc_hd__dfxtp_1",
        "yosys-dominant-comb-family": "simple AND/OR/NAND/NOR gates",
        "mux_area_share_pct": 2.67,
    },
    "flow_run": {
        "warnings": 35,
        "max-cap-violations": 0,
    },
    "final_timing": {
        "report.final.setup_viol": 0,
        "rsz0062_at_grt": "false",
        "maxClockFrequency_ghz": 0.345,
        "setup_slack_ns": 0.100,
        "final_hold_viol_count": 0,
        "fin_crit_ns": 2.90,
        "tightestPinTransition_ns": 0.782,
        "relSlewSlack_pct": 47.9,
        "whs_ns": 0.345,
        "fin_skew_ns": 0.0637,
        "timing.final.crit_share_pct": 96.7,
        "report.final.slew_viol_count": 0,
    },
    "global_routing": {
        "grt_start_max_net_pins": 175,
        "first_global_vias": 33300,
        "antenna_found_initial": 478,
        "grt_first_pass_wirelength_um": 562000,
        "globalRouteTotalUtil_pct": 18.8,
        "grt_overflow_total": 0,
    },
    "routing": {
        "routed_wire_length_per_instance_um": 39.9,
        "route.detailed.drc": 0,
        "vias_per_cell": 2.86,
        "drt_iter0_markers": 1779,
        "num_vias": 35000,
        "detailed_routing_iterations_pass_1": 5,
        "drt_wl_total_um": 489000,
        "ant_nets": 0,
    },
    "critical_path": {
        "ordered_cell_list_for_the_critical_path": "nor2_1, buf_4, and2_1, buf_12",
        "cp_max_fo": 32,
        "cp-start-kind": "flop",
        "critical_path_type": "flop to output port",
        "timing.critical_path.slowest_stage_cell": "sky130_fd_sc_hd__and2_1",
        "required_arrival_time_at_the_worst_endpoint_ns": 2.40,
        "timing.critical_path.slowest_cell_delay_ns": 0.52,
        "worst-endpoint-arrival_ns": 2.30,
        "setup.worst_path.end_class": "output port",
    },
    "floorplanning": {
        "pin_count": 1850,
        "floorplanUtilization_pct": 7.66,
        "dieWidth_um": 714,
        "core_area_um2": 479000,
        "die_area_um2": 510000,
        "fp-row-count": 254,
        "die.size.y_um": 714,
    },
    "clock_network": {
        "clk_pin_slew_worst_paths_ns": 0.06,
        "insertion_delay_ns": 0.72,
        "post_cts_hold_buffer_count": 0,
        "cts_buffer_depth": 3,
        "cts_tree": "yes",
        "cts_max_level": 3,
        "numCtsBuffers": 99,
        "cts_root_buffer": "sky130_fd_sc_hd__clkbuf_16",
        "clock-sinks": 924,
    },
    "final_layout": {
        "layout_top_cell": "sky130_fd_sc_hd__clkdlybuf4s50_1",
        "number_of_filler_cells_placed_in_the_layout": 53800,
        "postLayoutCoreUtil_pct": 14.6,
        "area_delta_synth_final_pct": 90.4,
        "most-common-layout-cells": "sky130_fd_sc_hd__clkdlybuf4s50_1, sky130_fd_sc_hd__dfxtp_1, sky130_fd_sc_hd__and2_1",
        "post_route_cells_drive_above_1_share_pct": 17.5,
    },
    "place": {
        "gp_routability_congestion": 1.04,
        "dp_hpwl_um": 454000,
        "buffer_ports.inserted": 1849,
        "placement.setup.worst_slack_ns": 0.0162,
    },
    "min_path": {
        "min-delay-path-class": "primary input to flop",
    },
    "pwr": {
        "power_leakage_nw": 25.8,
        "worst_ir_drop_vdd_mv": 0.490,
        "power_per_cell_area_nw_per_um2": 446,
    },
    "status": {
        "status": "finished, final reports clean",
    },
}
==> critical path: cells and delay by family (launching register included) <==
family	cells	cell delay, ns
AND/OR/NAND/NOR	2	0.66
buffers and inverters	2	0.50
flip-flops	1	0.40
==> path summary, 6_finish.rpt <==
path	startpoint	cells past startpoint	endpoint	slack [ns]
worst max-delay path	d16.done	4	out16[12]	0.10
worst min-delay path	clr	3	d16.curr[7]	0.34
worst max register to register	d22.curr[0]	5	d22.curr[0]	1.18
worst min register to register	d23.curr[10]	1	d23.curr[10]	0.46
==> routing by layer <==
metal  part of all wire, %  wire length (um)  track usage (%)  vias to the layer above
met5                  0.26              1270                0                        -
met4                   4.0             19500             5.39                      198
met3                    14             69500             12.2                      802
met2                    47            232000             31.3                     1965
met1                    34            167000             19.5                    15900
li1                      -                 -                -                    16100
==> kinds of logic (layout without fill, tap and decap cells) <==
logic type                 Yosys count  after routing
and+or+nand+nor                   2336           2336
DFF                                924            924
buffers and inverters              228           2196
AOI/OAI and AO/OA                  100            100
muxes                               90             90
adders and majority gates           28             28
other                                0            177
==> where the power goes <==
part | switching (mW) | internal (mW) | total (mW)
registers | 0.0674 | 12.3 | 12.4
clock network | 5.43 | 7.04 | 12.5
logic | 3.24 | 3.02 | 6.27
total | 8.74 | 22.4 | 31.1
==> synth_stat cells (all sizes together) (33+ instances only) <==
| cell type | count |
|---|---|
| nand4 | 84 |
| dfxtp | 924 |
| nor2 | 118 |
| nor3 | 118 |
| nor4 | 168 |
| nand2b | 56 |
| nor2b | 846 |
| mux2 | 62 |
| clkbuf | 166 |
| and2 | 896 |
| buf | 33 |
==> through the flow <==
| step | cells | power [mW] | TNS (ns) | instance area [um2] |
|---|---|---|---|---|
| after CTS | 12100 | 31.8 | 0 | 69400 |
| after detailed placement | 11900 | 19.1 | 0 | 65600 |
| after global placement | 11900 | 19.1 | -0.00692 | 65600 |
| final | 12300 | 31.1 | 0 | 69900 |
| after floorplan | 3706 | 13.5 | 0 | 36700 |
| after global routing | 12200 | 32.3 | 0 | 69700 |
==> timing repair <==
action / in CTS / in global routing
setup buffers: 17 / 0
cloned: 8 / 1
setup endpoints to repair: 379 / 31
resized: 90 / 15
pin swaps: 6 / 1
==> layout make-up <==
| type | instances | area, um2 | area share (%) |
|---|---|---|---|
| Clock buffer | 132 | 2670 | 3.82 |
| Tap cell | 6400 | 8010 | 11.5 |
| Timing Repair Buffer | 1987 | 22000 | 31.5 |
| Antenna cell | 177 | 443 | 0.634 |
| Multi-Input combinational cell | 2554 | 17500 | 25.0 |
| Clock inverter | 49 | 648 | 0.927 |
| Inverter | 28 | 105 | 0.150 |
| Sequential cell | 924 | 18500 | 26.5 |
No activity file was given, so power comes from the tool's default toggle rates.
